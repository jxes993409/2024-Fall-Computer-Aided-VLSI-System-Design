===== design/flow/design.v =====
module alu #(
	parameter INST_W = 4,
	parameter INT_W  = 6,
	parameter FRAC_W = 10,
	parameter DATA_W = INT_W + FRAC_W
)(
	input                      i_clk,
	input                      i_rst_n,
	input                      i_in_valid,
	output                     o_busy,
	input         [INST_W-1:0] i_inst,
	input  signed [DATA_W-1:0] i_data_a,
	input  signed [DATA_W-1:0] i_data_b,
	output                     o_out_valid,
	output        [DATA_W-1:0] o_data
);
	localparam SIGN_ADD = 4'b0000;
	localparam SIGN_SUB = 4'b0001;
	localparam SIGN_MUL = 4'b0010;
	localparam SOFTPLUS = 4'b0100;
	localparam XOR      = 4'b0101;
	localparam ARS      = 4'b0110;  
	localparam LEFT_ROT = 4'b0111;
	localparam CNT_L0   = 4'b1000;  
	localparam REV_M4   = 4'b1001;  
	localparam INIT     = 4'b1010;  
	localparam SIGN_ACC_1 = 4'b0011;
	localparam SIGN_ACC_2 = 4'b1011;
	localparam VECT_W    = 20;
	localparam VECT_SIZE = 16;
	reg [INST_W - 1: 0] current_state;
	reg [INST_W - 1: 0] next_state;
	reg                        o_busy_r;
	reg                        o_out_valid_r;
	reg        [DATA_W - 1: 0] o_data_r;
	wire                       o_busy_w;
	reg                        o_out_valid_w;
	reg        [DATA_W - 1: 0] o_data_w;
	reg signed [VECT_W - 1: 0] data_acc_old [VECT_SIZE - 1: 0];
	reg signed [VECT_W - 1: 0] data_acc_new [VECT_SIZE - 1: 0];
	reg signed [VECT_W - 1: 0] data_acc_out;
	reg signed [DATA_W - 1: 0] i_data_a_r;
	reg signed [DATA_W - 1: 0] i_data_b_r;
	reg need_saturate;
	integer i;
	assign o_busy       = o_busy_r;
	assign o_out_valid  = o_out_valid_r;
	assign o_data       = o_data_r;
	assign o_busy_w     = i_in_valid || current_state != INIT;
	always @ (*)
	begin
		begin
			case (current_state)
				SIGN_ADD:
				begin
					o_out_valid_w = 1;
					o_data_w      = add(i_data_a_r, i_data_b_r);
				end
				SIGN_SUB:
				begin
					o_out_valid_w = 1;
					o_data_w      = sub(i_data_a_r, i_data_b_r);
				end
				SIGN_MUL:
				begin
					o_out_valid_w = 1;
					o_data_w      = mul(i_data_a_r, i_data_b_r);
				end
				SIGN_ACC_1:
				begin
					o_out_valid_w = 0;
					o_data_w      = 0;
				end
				SIGN_ACC_2:
				begin
					data_acc_out = data_acc_new[i_data_a_r[$clog2(VECT_SIZE) - 1: 0]];
					if (data_acc_out[VECT_W - 1])
					begin
						need_saturate = (data_acc_out[(VECT_W - 1) - 1-: (VECT_W - DATA_W)] != {{(VECT_W - DATA_W){1'b1}}});
					end
					else
					begin
						need_saturate = (data_acc_out[(VECT_W - 1) - 1-: (VECT_W - DATA_W)] != {{(VECT_W - DATA_W){1'b0}}});
					end
					o_out_valid_w = 1;
					o_data_w      = (need_saturate) ?
										sat(data_acc_out[VECT_W - 1]) :
										data_acc_out[DATA_W - 1: 0];
				end
				SOFTPLUS:
				begin
					o_out_valid_w = 1;
					o_data_w      = softplus(i_data_a_r);
				end
				XOR:
				begin
					o_out_valid_w = 1;
					o_data_w      = exor(i_data_a_r, i_data_b_r);
				end
				ARS:
				begin
					o_out_valid_w = 1;
					o_data_w      = ars(i_data_a_r, i_data_b_r);
				end
				LEFT_ROT:
				begin
					o_out_valid_w = 1;
					o_data_w      = left_rot(i_data_a_r, i_data_b_r);
				end
				CNT_L0:
				begin
					o_out_valid_w = 1;
					o_data_w      = cnt_l0(i_data_a_r);
				end
				REV_M4:
				begin
					o_out_valid_w = 1;
					o_data_w      = rev_m4(i_data_a_r, i_data_b_r);
				end
				default:
				begin
					o_out_valid_w = 0;
					o_data_w      = 0;
				end
			endcase
		end
	end
	always @ (posedge i_clk or negedge i_rst_n)
	begin
		if (!i_rst_n)
		begin
			i_data_a_r <= 0;
			i_data_b_r <= 0;
		end
		else
		begin
			if (i_in_valid)
			begin
				i_data_a_r <= i_data_a;
				i_data_b_r <= i_data_b;
			end
			else
			begin
				i_data_a_r <= i_data_a_r;
				i_data_b_r <= i_data_b_r;
			end
		end
	end
	always @ (posedge i_clk or negedge i_rst_n)
	begin
		if (!i_rst_n)
		begin
			o_busy_r <= 1;
		end
		else
		begin
			o_busy_r <= o_busy_w;
		end
	end
	always @ (posedge i_clk or negedge i_rst_n)
	begin
		if (!i_rst_n)
		begin
			o_out_valid_r <= 0;
		end
		else
		begin
			o_out_valid_r <= o_out_valid_w;
		end
	end
	always @ (posedge i_clk or negedge i_rst_n)
	begin
		if (!i_rst_n)
		begin
			for (i = 0; i < VECT_SIZE; i = i + 1)
			begin
				data_acc_new[i] <= 0;
			end
		end
		else
		begin
			for (i = 0; i < VECT_SIZE; i = i + 1)
			begin
				if (current_state == SIGN_ACC_1 && i == i_data_a_r)
				begin
					data_acc_new[i] <= data_acc_old[i] + i_data_b_r;
				end
				else
				begin
					data_acc_new[i] <= data_acc_new[i];
				end
			end
		end
	end
	always @ (posedge i_clk or negedge i_rst_n)
	begin
		if (!i_rst_n)
		begin
			for (i = 0; i < VECT_SIZE; i = i + 1)
			begin
				data_acc_old[i] <= 0;
			end
		end
		else if (current_state == SIGN_ACC_2)
		begin
			for (i = 0; i < VECT_SIZE; i = i + 1)
			begin
				data_acc_old[i] <= data_acc_new[i];
			end
		end
	end
	always @ (posedge i_clk or negedge i_rst_n)
	begin
		if (!i_rst_n)
		begin
			current_state <= INIT;
		end
		else
		begin
			current_state <= next_state;
		end
	end
	always @ (*)
	begin
		case (current_state)
			INIT:
			begin
				if (i_in_valid)
				begin
					case (i_inst)
						SIGN_ADD:   next_state = SIGN_ADD;    
						SIGN_SUB:   next_state = SIGN_SUB;    
						SIGN_MUL:   next_state = SIGN_MUL;    
						SIGN_ACC_1: next_state = SIGN_ACC_1;  
						SOFTPLUS:   next_state = SOFTPLUS;    
						XOR:        next_state = XOR;         
						ARS:        next_state = ARS;         
						LEFT_ROT:   next_state = LEFT_ROT;    
						CNT_L0:     next_state = CNT_L0;      
						REV_M4:     next_state = REV_M4;      
						default:    next_state = INIT;        
					endcase
				end
				else
				begin
					next_state = INIT;
				end
			end
			SIGN_ACC_1:
			begin
				next_state = SIGN_ACC_2;
			end
			default:  next_state = INIT;
		endcase
	end
	always @ (posedge i_clk or negedge i_rst_n)
	begin
		if (!i_rst_n)
		begin
			o_data_r <= 0;
		end
		else
		begin
			o_data_r <= o_data_w;
		end
	end
	function automatic signed [DATA_W - 1: 0] add;
		input signed [DATA_W - 1: 0] a;
		input signed [DATA_W - 1: 0] b;
		reg signed [DATA_W - 1: 0] sum;
		reg                        is_overflow;
		begin
			sum = a + b;
			is_overflow = (a[DATA_W - 1] & b[DATA_W - 1] & ~sum[DATA_W - 1]) || (~a[DATA_W - 1] & ~b[DATA_W - 1] & sum[DATA_W - 1]);
			add = (is_overflow) ? sat(!sum[DATA_W - 1]) : sum;
		end
	endfunction
	function automatic signed [DATA_W - 1: 0] sub;
		input signed [DATA_W - 1: 0] a;
		input signed [DATA_W - 1: 0] b;
		reg signed [DATA_W - 1: 0] diff;
		reg                        is_overflow;
		begin
			diff = a - b;
			is_overflow = (a[DATA_W - 1] & ~b[DATA_W - 1] & ~diff[DATA_W - 1]) || (~a[DATA_W - 1] & b[DATA_W - 1] & diff[DATA_W - 1]);
			sub = (is_overflow) ? sat(!diff[DATA_W - 1]) : diff;
		end
	endfunction
	function automatic signed [DATA_W - 1: 0] mul;
		input signed [DATA_W - 1: 0] a;
		input signed [DATA_W - 1: 0] b;
		reg [2 * DATA_W: 0] prod;
		reg                 is_overflow;
		reg                 is_signed;
		begin
			prod = a * b;
			prod = rnd(prod, 9);
			is_signed = prod[2 * DATA_W];
			if (is_signed)
			begin
				is_overflow = (prod[(2 * DATA_W) - 1-: INT_W + 1] != {{(INT_W + 1){1'b1}}});
			end
			else
			begin
				is_overflow = (prod[(2 * DATA_W) - 1-: INT_W + 1] != {{(INT_W + 1){1'b0}}});
			end
			mul = prod[((2 * DATA_W) - INT_W - 1)-: DATA_W];
			mul = (is_overflow) ? sat(is_signed) : mul;
		end
	endfunction
	function automatic signed [DATA_W - 1: 0] softplus;
		input signed [DATA_W - 1: 0] a;
		reg signed [2 * DATA_W: 0] frac;
		reg signed  [INT_W - 1: 0] a_int;
		begin
			a_int = a[(DATA_W - 1)-: INT_W];
			if (a_int >= 'sd2)  
			begin
				softplus = a;
			end
			else if (a_int < 'sd2 && a_int >= 'sd0)  
			begin
				frac = a << 1;
				frac = frac + 12'b1000_0000_0000;
				frac = frac[DATA_W - 1: 0] * 16'hAAAB;
				frac = rnd(frac, 16);
				frac = frac >> 17;
				softplus = frac[DATA_W - 1: 0];
			end
			else if (a_int < 'sd0 && a_int >= -'sd1)  
			begin
				frac = a + 12'b1000_0000_0000;
				frac = frac[DATA_W - 1: 0] * 16'hAAAB;
				frac = rnd(frac, 16);
				frac = frac >> 17;
				softplus = frac[DATA_W - 1: 0];
			end
			else if (a_int < -'sd1 && a_int >= -'sd2)  
			begin
				frac = a << 1;
				frac = frac[DATA_W - 1: 0] + 14'b01_0100_0000_0000;
				frac = frac[DATA_W - 1: 0] * 16'hE38F;
				frac = rnd(frac, 18);
				frac = frac >> 19;
				softplus = frac[DATA_W - 1: 0];
			end
			else if (a_int < -'sd2 && a_int >= -'sd3)  
			begin
				frac = a + 12'b1100_0000_0000;
				frac = frac[DATA_W - 1: 0] * 16'hE38F;
				frac = rnd(frac, 18);
				frac = frac >> 19;
				softplus = frac[DATA_W - 1: 0];
			end
			else  
			begin
				softplus = 0;
			end
		end
	endfunction
	function automatic signed [DATA_W - 1: 0] exor;
		input signed [DATA_W - 1: 0] a;
		input signed [DATA_W - 1: 0] b;
		begin
			exor = a ^ b;
		end
	endfunction
	function automatic signed [DATA_W - 1: 0] ars;
		input signed [DATA_W - 1: 0] a;
		input signed [DATA_W - 1: 0] b;
		begin
			ars = a >>> b;
		end
	endfunction
	function automatic [DATA_W - 1: 0] left_rot;
		input [DATA_W - 1: 0] a;
		input [DATA_W - 1: 0] b;
		begin
			left_rot = (a << b) | (a >> (DATA_W - b));
		end
	endfunction
	function automatic [DATA_W - 1: 0] cnt_l0;
		input [DATA_W - 1: 0] a;
		reg [$clog2(DATA_W): 0] leading_one;
		integer i;
		begin
			if (a == 0)
			begin
				cnt_l0 = DATA_W;
			end
			else
			begin
				leading_one = 0;
				for (i = DATA_W - 1; i > 0; i = i - 1)
				begin
					if (a[i] && i > leading_one)
					begin
						leading_one = i;
					end
				end
				cnt_l0 = DATA_W - 1 - leading_one;
			end
		end
	endfunction
	function automatic [DATA_W - 1: 0] rev_m4;
		input [DATA_W - 1: 0] a;
		input [DATA_W - 1: 0] b;
		integer i;
		begin
			for (i = 0; i < 13; i = i + 1)
			begin
				rev_m4[i] = (a[i+: 4] == b[(DATA_W - 1 - i)-: 4]);
			end
			rev_m4[DATA_W - 1-: 3] = 0;
		end
	endfunction
	function automatic signed [DATA_W - 1: 0] sat;
		input is_signed;
		begin
			sat = (is_signed) ? 16'b1000_0000_0000_0000 : 16'b0111_1111_1111_1111;
		end
	endfunction
	function automatic signed [2 * DATA_W: 0] rnd;
		input signed [2 * DATA_W: 0] a;
		input    [$clog2(DATA_W): 0] rounding_bit;
		begin
			rnd = (a[rounding_bit]) ? a + (1'b1 << rounding_bit) : a;
		end
	endfunction
endmodule

===== design/flow/run.sh =====
#!/bin/bash
# OpenROAD 26Q1-2900-gdf79404cd8, Yosys 0.63+post, stock flow scripts
make -C /OpenROAD-flow-scripts/flow DESIGN_CONFIG=/design/flow/config.mk WORK_HOME=/design/flow/orfs finish

===== design/flow/config.mk =====
export PLATFORM = sky130hd
export DESIGN_NAME = alu
export DESIGN_NICKNAME = alu
export VERILOG_FILES = /design/flow/design.v
export SDC_FILE = /design/flow/constraint.sdc
export NUM_CORES = 4
export LEC_CHECK = 1
export CORE_UTILIZATION = 50

===== design/flow/constraint.sdc =====
current_design alu

set clk_period 25.4
set clk_io_pct 0.2

create_clock -name clk0 -period $clk_period [get_ports {i_clk}]

set non_clock_inputs [all_inputs -no_clocks]
set_input_delay [expr $clk_period * $clk_io_pct] -clock clk0 $non_clock_inputs
set_output_delay [expr $clk_period * $clk_io_pct] -clock clk0 [all_outputs]

==> results.txt <==
Implementation results.

The detail-routed via count per cell is 5.81. The number of buffers inserted to repair setup after CTS is 0. The via count of the first global-routing pass is 59200. Fill cells in the final layout number 12500. By instance count, the cell type seen most on the critical path is sky130_fd_sc_hd__fa_1. After detailed routing, the number of remaining DRC violations is 0. For this block, the routed nets add up to 240000 µm of wire. The number of hold violations in the final report is 0.

Setup repair after global routing left no endpoint under its margin. The number of antenna violations at the first check in global routing is 6. The initial standard-cell utilization of the core is 0.504.

The delay of the slowest cell on the worst path is 0.85 ns. The count of instances resized after the clock tree is built is 0. Entering global routing, the biggest net connects 128 pins.

Row generation in the floorplan step produced 137 rows. Per the OpenROAD floorplan log, the area of the core is 0.140 mm². The tally of unique sky130hd cells used after synthesis is 106. The CTS root buffer is sky130_fd_sc_hd__clkbuf_16. The global routing usage summed across all routing layers is 0.361.

The met2 demand-to-capacity share in global routing is 0.555. For this design, the slowest cell found on the critical path is sky130_fd_sc_hd__fa_1. Yosys reports that the most numerous cell types are 1636 x sky130_fd_sc_hd__nand2_1, 882 x sky130_fd_sc_hd__inv_1, 881 x sky130_fd_sc_hd__ha_1.

The routing layer with the top usage in global route is met2. The first global-routing pass estimated 366000 µm of wire. The share of Yosys cell area claimed by the top area cell type is 0.245. From left edge to right edge, the die measures 377 µm.

The largest clock skew in the final design is 0.0324 ns. For this block, the via count after detailed routing is 58400. The routing usage on met3 is 0.0965. Traced cell by cell, the critical path runs through buf_4 > nand2_1 > fa_1 > inv_1 > fa_1 > inv_1 > fa_1 > fa_1 > fa_1 > fa_1 > inv_1 > ha_1 > a21oi_1 > and2_1 > nand2_1 > a21o_1 > and3_1 > nor3_1 > and4_1 > o21ai_0 > a22oi_1 > a211oi_2 > o21bai_2 > o2111ai_1. The number of DRC markers in iteration 0 is 4016.

Setup slack on the critical path of the routed design comes to 16.15 ns. The commonest register cell is sky130_fd_sc_hd__dfrtp_1. Endpoints with negative setup slack in the final report add up to 0. The die is 377 µm tall. The most numerous cell in the Yosys netlist is sky130_fd_sc_hd__nand2_1. Max-slew check failures listed in the final report amount to 0. The tally of max-capacitance violations is 0. The last weighted congestion value of the routability-driven placer is 1.04.

The run finished with clean final reports. The remaining max-slew budget at the tightest pin is 0.240. The portion of synthesized area spent on multiplexers is 0.0121.

The post-synthesis instance area is 0.0705 mm². The area fraction in and, or, nand and nor cells is 0.157.

The category of the critical setup timing path is register to register. The share of flip-flops with an asynchronous set or reset after synthesis is 1.00. The type of the most critical hold path is register to register. In this run, the synthesized area fraction spent on xor and xnor cells is recorded as 0.0533. TritonCTS built the clock tree.

Clock tree synthesis found a total of 694 sinks. At the placement stage, the worst setup path has a slack of 16.31 ns. The cell type with the largest total area is sky130_fd_sc_hd__dfrtp_1. The setup TNS is 0 ns. The number of buffers added on ports is 56.

In this run, post-CTS hold repair placed 0 buffers. The endpoint kind of the worst setup timing path is a register. The top fanout value on the critical path is 45.

The area share of and-or/or-and cells after synthesis is 0.158. The count of warnings emitted by yosys is 3. The worst path needs 9.25 ns of the cycle, external delays included. The number of flops mapped to enable cells by yosys is 0. Sorting the synthesized cells by area gives the leading types as sky130_fd_sc_hd__dfrtp_1 25%, sky130_fd_sc_hd__ha_1 16%, sky130_fd_sc_hd__fa_1 15%. The placed wire-length estimate is 185000 µm. Post-synthesis, Yosys gives the total cell area as 0.0705 mm².

The area growth from synthesis to layout is 8.55%. Of the synthesized area, sequential elements account for 0.246. The fraction of the mapped netlist area in adder cells is 0.309.

Looking at the clock tree report, the maximum root-to-sink buffer count equals 3. According to the report, the first pass of detailed routing completed in 6 iterations. Per the Yosys statistics, synthesis produced 8091 cells. Of the available clock period, the critical path in the final layout requires 0.364. At the end of the flow the core is filled with cells to 0.548. The clock slew seen by the registers of the worst setup and hold paths is 0.07 ns. The chip area is 0.142 mm². The worst setup path is launched from a register. The gate count after technology mapping is 8091. The cell family contributing the most delay on the critical path is adder cells.

The wire length per cell after detailed routing is 23.8 µm. The data required time at the worst endpoint is 25.90 ns. In this run the remaining antenna-violating nets after routing total 0. Summed over all layers, the global routing overflow is 0. The maximum frequency from static timing analysis is 108 MHz.

The OpenROAD warning count is 82. In the global route stage, met1 resource usage came out at 0.508. The latest clock arrival within the worst-skew pair is 0.70 ns. Of the combinational cells, the family taking the most area is adder cells.

57 I/O pins were placed. The pin closest to its max-slew limit shows a slew of 1.11 ns. TritonCTS created 84 clock buffers.

Per the CTS log, the maximum H-tree level is 3. The arrival time of data at the worst endpoint is listed as 9.75 ns. The script reports the combined buffer and inverter count of the critical path as 4. Yosys reported a register bit count of 694. The fraction of layout cells with a size suffix above 1 is 0.0547. The synthesized area divided by synthesized cell count is 8.71 µm².
-- registers in the layout (all words and copies together) (netlist names) --
register,count
o_busy_r,1
current_state,4
data_acc_old,320
i_data_a_r,16
data_acc_new,320
i_data_b_r,16
o_out_valid_r,1
o_data_r,16
-- area by class of cell --
class / instances / area, µm² / share of cell area
multi-input cells: 6201 / 48600 / 0.636
flip-flops and latches: 694 / 17400 / 0.227
inverters: 898 / 3370 / 0.0441
clock buffers: 119 / 2360 / 0.0309
well taps: 1876 / 2350 / 0.0307
repair buffers: 232 / 1920 / 0.0251
clock inverters: 30 / 490 / 0.00641
diodes: 3 / 7.51 / 0.0000981
-- worst reg2reg max path: stages, from the launching register on --
cell                        delay, ns
sky130_fd_sc_hd__dfrtp_2         0.64
sky130_fd_sc_hd__buf_4           0.61
sky130_fd_sc_hd__nand2_1         0.27
sky130_fd_sc_hd__fa_1            0.74
sky130_fd_sc_hd__inv_1           0.16
sky130_fd_sc_hd__fa_1            0.85
sky130_fd_sc_hd__inv_1           0.11
sky130_fd_sc_hd__fa_1            0.48
sky130_fd_sc_hd__fa_1            0.57
sky130_fd_sc_hd__fa_1            0.42
sky130_fd_sc_hd__fa_1            0.49
sky130_fd_sc_hd__inv_1           0.04
sky130_fd_sc_hd__ha_1            0.35
sky130_fd_sc_hd__a21oi_1         0.26
sky130_fd_sc_hd__and2_1          0.18
sky130_fd_sc_hd__nand2_1         0.08
sky130_fd_sc_hd__a21o_1          0.22
sky130_fd_sc_hd__and3_1          0.21
sky130_fd_sc_hd__nor3_1          0.51
sky130_fd_sc_hd__and4_1          0.37
sky130_fd_sc_hd__o21ai_0         0.11
sky130_fd_sc_hd__a22oi_1         0.28
sky130_fd_sc_hd__a211oi_2        0.12
sky130_fd_sc_hd__o21bai_2        0.73
sky130_fd_sc_hd__o2111ai_1       0.27
-- kinds of logic (layout without fill, tap and decap cells) --
group,count (synthesis),count (layout)
xor gates and xnor gates,428,428
buffers and inverters,1196,1279
AOI/OAI and AO/OA,1733,1733
and+or+nand+nor,2553,2553
muxes,69,69
adders and majority gates,1418,1418
DFF,694,694
other,0,3
-- metrics by stage --
stage,std cells,instance area [µm²],hold WS [ns]
finish,10100,76500,0.475
global route,10100,76500,0.491
CTS,10100,76500,0.469
detailed placement,9901,73600,0.467
global placement,9900,73600,0.461
floorplan,8091,70500,0.450
-- placed cells by master (no fill, tap or decap), types with 54 or more instances in the layout --
master	n
sky130_fd_sc_hd__inv_1	881
sky130_fd_sc_hd__buf_4	172
sky130_fd_sc_hd__dfrtp_1	682
sky130_fd_sc_hd__clkbuf_16	84
sky130_fd_sc_hd__a21boi_0	55
sky130_fd_sc_hd__o31ai_1	66
sky130_fd_sc_hd__a21oi_1	345
sky130_fd_sc_hd__a22oi_1	114
sky130_fd_sc_hd__a31oi_1	55
sky130_fd_sc_hd__xnor2_1	253
sky130_fd_sc_hd__a211oi_1	85
sky130_fd_sc_hd__xor2_1	174
sky130_fd_sc_hd__nand3_1	88
sky130_fd_sc_hd__a21o_1	100
sky130_fd_sc_hd__clkdlybuf4s50_1	54
sky130_fd_sc_hd__nand2_1	1636
sky130_fd_sc_hd__nor2_1	319
sky130_fd_sc_hd__nor3_1	103
sky130_fd_sc_hd__ha_1	881
sky130_fd_sc_hd__fa_1	537
sky130_fd_sc_hd__o21ai_0	560
sky130_fd_sc_hd__and3_1	65
-- final timing paths --
check | startpoint | endpoint | slack (ns) | cells past startpoint
min in group asynchronous | i_rst_n | i_data_b_r[11] | 4.30 | 1
max in group asynchronous | i_rst_n | data_acc_old[7][15] | 18.59 | 4
worst min register to register | data_acc_old[9][17] | data_acc_old[9][17] | 0.47 | 2
worst min-delay path | data_acc_old[9][17] | data_acc_old[9][17] | 0.47 | 2
worst max register to register | i_data_b_r[2] | o_data_r[13] | 16.15 | 24
worst max-delay path | i_data_b_r[2] | o_data_r[13] | 16.15 | 24
-- routing by layer --
layer	part of all wire	routed length, µm
met1	0.41	97700
met2	0.46	111000
met3	0.082	19800
met4	0.048	11400
met5	0.00027	65
