==> design/flow/design.v <==
`timescale 1ns/100ps
module CRC
(
	input clk,
	input rst,
	input enable,
	output valid,
	input  [7 : 0] iot_in,
	output [2 : 0] iot_out
);
reg valid_w;
reg [2 : 0] iot_out_w;
reg [2 : 0] crc_w;
reg [2 : 0] crc_r;
reg [4 : 0] counter_w;
reg [4 : 0] counter_r;
integer i;
assign iot_out = iot_out_w;
assign valid = valid_w;
always @ (*)
begin
	crc_w = crc_r;
	if (enable)
	begin
		case (counter_r)
			5'd0, 5'd3, 5'd6, 5'd09, 5'd12, 5'd15:
			begin
				crc_w[1] = crc_r[1] ^ iot_in[7] ^ iot_in[6] ^ iot_in[4] ^ iot_in[3] ^ iot_in[1] ^ iot_in[0];
				crc_w[2] = crc_r[2] ^ iot_in[6] ^ iot_in[5] ^ iot_in[3] ^ iot_in[2] ^ iot_in[0];
			end
			5'd1, 5'd4, 5'd7, 5'd10, 5'd13:
			begin
				crc_w[1] = crc_r[1] ^ iot_in[7] ^ iot_in[5] ^ iot_in[4] ^ iot_in[2] ^ iot_in[1];
				crc_w[2] = crc_r[2] ^ iot_in[7] ^ iot_in[6] ^ iot_in[4] ^ iot_in[3] ^ iot_in[1] ^ iot_in[0];
			end
			5'd2, 5'd5, 5'd8, 5'd11, 5'd14:
			begin
				crc_w[1] = crc_r[1] ^ iot_in[6] ^ iot_in[5] ^ iot_in[3] ^ iot_in[2] ^ iot_in[0];
				crc_w[2] = crc_r[2] ^ iot_in[7] ^ iot_in[5] ^ iot_in[4] ^ iot_in[2] ^ iot_in[1];
			end
		endcase
	end
	else
	begin
		crc_w = 0;
	end
end
always @ (*)
begin
	counter_w = counter_r;
	if (enable)
	begin
		counter_w = counter_r + 1;
	end
	else
	begin
		counter_w = 0;
	end
end
always @ (posedge clk or posedge rst)
begin
	if (rst)
	begin
		crc_r <= 0;
	end
	else
	begin
		crc_r <= crc_w;
	end
end
always @ (posedge clk or posedge rst)
begin
	if (rst)
	begin
		counter_r <= 0;
	end
	else
	begin
		counter_r <= counter_w;
	end
end
always @ (*)
begin
	iot_out_w = 0;
	valid_w = 0;
	if (counter_r == 5'd16)
	begin
		iot_out_w = crc_r;
		valid_w = 1;
	end
end
endmodule
==> design/flow/run.sh <==
#!/bin/bash
# OpenROAD 26Q1-2900-gdf79404cd8, Yosys 0.63+post, stock flow scripts
make -C /OpenROAD-flow-scripts/flow DESIGN_CONFIG=/design/flow/config.mk WORK_HOME=/design/flow/orfs finish
==> design/flow/config.mk <==
export PLATFORM = sky130hd
export DESIGN_NAME = CRC
export DESIGN_NICKNAME = CRC
export VERILOG_FILES = /design/flow/design.v
export SDC_FILE = /design/flow/constraint.sdc
export NUM_CORES = 4
export LEC_CHECK = 1
export CORE_AREA = 10 10 73 73
export DIE_AREA = 0 0 83 83
==> design/flow/constraint.sdc <==
current_design CRC

set clk_period 2.8
set clk_io_pct 0.2

create_clock -name clk0 -period $clk_period [get_ports {clk}]

set non_clock_inputs [all_inputs -no_clocks]
set_input_delay [expr $clk_period * $clk_io_pct] -clock clk0 $non_clock_inputs
set_output_delay [expr $clk_period * $clk_io_pct] -clock clk0 [all_outputs]
==> impl_metrics.yaml <==
# synthesis and place-and-route metrics
sta:
  fin_crit_ns: 2.52
  report.final.slew_viol_count: 0
  worst_pin_slew_ns: 0.536
  fin_worst_skew_ns: 0.00463
  worst_slack_ns: 0.283
  rsz0062_at_grt: "false"
  post-route-period-util_pct: 89.9
  finalHoldViolations: 0
  fmax_mhz: 397
  fin_tns_setup_ns: 0
  maxSlewHeadroom_pct: 64.3
  setup_viol: 0
critical_path:
  r2r_cells: 8
  regToRegSetupSlack_ns: 0.65
  required_ns: 2.24
  worstReg2RegStart: "counter_r[0]"
  arrival_ns: 1.96
  startpoint_type: "flop"
  crit_type: "flop to output port"
  cp-end-kind: "output port"
  r2r-end: "crc_r[2]"
  path_max_fanout: 5
job:
  drv_cap: 0
  warning_count: 28
pwr:
  pwr-share-clk_pct: 33.3
  power_density_nw_per_um2: 461
  switching_share_pct: 31.9
  irDropWorstVdd_mv: 0.352
  p_int_uw: 291
  pwr-share-comb_pct: 35.9
  power.static_leakage_nw: 0.398
  seqPwrFrac_pct: 30.7
  power_uw: 427
  p_switching_uw: 136
logic_synthesis:
  avgSynthCellArea_sq_um: 8.68
  synth-main-ff-cell: "dfrtp_1"
  yosys_register_bits: 7
  yosys_warnings: 1
  synth_area_sq_um: 712
  yosysChipArea_sq_um: 712
  ys_types: 30
  yosys_cells: 82
  seq_area_frac_synth_pct: 24.6
  synth-async-reset-ratio_pct: 100
  edf_count: 0
  postSynthCellCount: 82
finish:
  fill_cells: 405
  syn_to_final_growth_pct: 29.9
  finalCoreUtilization_pct: 24.7
  postLayoutCellArea_sq_um: 925
  logic_area_sq_um: 494
  drive_above_1_share_pct: 13.5
  regArea_sq_um: 175
floorplan:
  fp-utilization_pct: 19.0
  fp.dieW_um: 83
  die_h_um: 83
  coreArea_sq_um: 3740
  io_pins: 15
  die-area_sq_um: 6890
  row_count: 22
min_path:
  hold_start: "counter_r[0]"
  holdPathEnd: "counter_r[0]"
  hp-class: "flop to flop"
  hold_depth: 1
drt:
  wirelength_um: 1470
  viasPerCell: 4.19
  drtAntennaViolNets: 0
  drc: 0
  via_count: 603
  firstDrtPassIters: 4
  route.detailed.wl_per_inst_um: 10.2
  drt_iter0_markers: 46
  n_antenna_cell: 0
clock_network:
  clkTransAtPathRegs_ns: 0.04
  cts_root_buffer: "clkbuf_8"
  cts_sinks: 7
  cts-resized-gates: 0
  cts_buffer_depth: 2
  clk_latency_ns: 0.23
  post_cts_buffers: 0
  cts_tree: "yes"
  cts_made_buffers: 3
  hold_buffers: 0
  cts.htree.levels: 1
global_routing:
  grt_pass1_wl_um: 2480
  grt_start_max_net_pins: 13
  overflow: 0
  gr-usage-all-layers_pct: 4.04
  grt_pass1_vias: 542
  antenna_found_initial: 0
run_status:
  outcome: "finished, final reports clean"
placed_design:
  pre_cts_ws_ns: 0.461
  placed_area_sq_um: 878
  dp_hpwl_um: 1180
  io_buffer_count: 13
  gp_congestion: 0.790
synth_stat cells, types with 2 or more instances:
cell type	n	area, sq um
xor2_1	4	35.0
nor4_1	2	12.5
nor3_1	3	15.0
or2_2	4	25.0
nor3b_1	2	15.0
and3_1	2	12.5
nor2_1	3	11.3
nand3_1	3	15.0
dfrtp_1	7	175
inv_1	5	18.8
xnor2_1	4	35.0
and2_1	5	31.3
nor2b_1	4	25.0
ha_1	5	62.6
o21ai_0	5	25.0
nand2_1	5	18.8
a21oi_1	6	30.0
stage by stage:
stage                     hold slack (ns)  instances
after floorplan                     0.363         82
after global placement              0.496        140
after detailed placement            0.516        140
after CTS                           0.523        144
after global routing                0.551        144
final                               0.516        144
registers in the layout, summed over array words and instances, names as in the netlist:
| name | count |
|---|---|
| crc_r | 2 |
| counter_r | 5 |
cell type report:
type | count | area share, %
Timing Repair Buffer | 13 | 14.1
Clock buffer | 3 | 4.47
Inverter | 5 | 2.03
Multi-Input combinational cell | 67 | 53.5
Clock inverter | 1 | 0.541
Sequential cell | 7 | 18.9
Tap cell | 48 | 6.50
cells by family after synthesis:
kind of cell,synth area share [%]
AND-OR/OR-AND,12.7
XOR/XNOR,18.6
adder cells (fa/ha/maj),8.79
buffers and inverters,5.98
flip-flops,24.6
other,0.527
AND/OR/NAND/NOR,28.8
power by group through the flow:
| stage | logic, mW | clock network, mW | registers [mW] |
|---|---|---|---|
| finish | 0.153 | 0.142 | 0.131 |
| global route | 0.170 | 0.154 | 0.135 |
| CTS | 0.153 | 0.145 | 0.132 |
critical path, stage by stage, from the launching register on:
cell	delay (ns)
dfrtp_1	0.42
inv_1	0.10
ha_1	0.23
nand2_1	0.07
nor3_1	0.27
and2_1	0.18
clkdlybuf4s50_1	0.46
layer usage:
metal	track usage, %	vias to the layer above	share of wire [%]
met5	0	-	0
met4	0	0	0.41
met3	1.67	2	5.7
met2	5.87	20	44
met1	5.76	272	49
li1	-	309	-
how the worst max path moves through the flow:
stage,from,endpoint,slack [ns],depth (start not counted)
6_report,counter_r[0],iot_out[2],0.28,6
5_1_grt,counter_r[0],iot_out[1],0.14,6
4_1_cts,counter_r[0],iot_out[2],0.27,6
cells in the final DEF (no fill, tap or decap), drive strengths merged:
master          n
conb            1
nor3b           2
dfrtp           7
clkinv          1
xnor3           2
xnor2           5
nor4            3
a221oi          1
ha              5
nor3            3
xor2            4
and2            5
clkdlybuf4s50  13
nor2b           4
a2bb2oi         1
inv             5
nor2            3
o21ai           5
a21oi           6
clkbuf          3
and3            2
a21bo           1
and4            1
nand3           3
or2             4
o211ai          1
nand2           5
Power is estimated from default activity; no workload was simulated.
