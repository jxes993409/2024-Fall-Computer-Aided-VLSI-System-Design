**flow/design.v**
```verilog
module divider(
	input i_clk,
	input i_rst_n,
	input enable,
	output o_out_valid,
	input [9 : 0] dividend,
	input [9 : 0] divisor,
	output [16 : 0] quotient
);
localparam IDLE = 1'd0;
localparam  DIV = 1'd1;
reg [4 : 0] bit_r;
reg [4 : 0] bit_w;
reg [27 : 0] dividend_r;
reg [27 : 0] dividend_w;
reg [27 : 0] dividend_temp;
reg [9 : 0] divisor_r;
reg [9 : 0] divisor_w;
reg [16 : 0] quotient_r;
reg [16 : 0] quotient_w;
reg current_state;
reg next_state;
reg [3 : 0] divisor_bits;
reg o_out_valid_w;
assign o_out_valid = o_out_valid_w;
assign quotient = (o_out_valid_w) ? quotient_w : 0;
always @ (*)
begin
	dividend_w = dividend_r;
	divisor_w = divisor_r;
	quotient_w = quotient_r;
	bit_w = bit_r;
	dividend_temp = 0;
	o_out_valid_w = 0;
	divisor_bits = 0;
	case (current_state)
		IDLE:
		begin
			if (!enable)
			begin
				divisor_bits = find_leading_one(divisor);
				dividend_w = (({dividend, 7'b0}) << (divisor_bits));
				divisor_w = divisor;
				quotient_w = 0;
				bit_w = 16 - divisor_bits;
			end
			else
			begin
				dividend_w = 0;
				divisor_w = 0;
				quotient_w = 0;
				bit_w = 0;
			end
		end
		DIV:
		begin
			quotient_w = quotient_r << 1;
			dividend_temp = dividend_r << 1;
			if (dividend_temp[27 : 17] >= {1'b0, divisor_w})
			begin
				dividend_w[27 : 17] = dividend_temp[27 : 17] - divisor_w;
				dividend_w[16 : 0] = dividend_temp[16 : 0];
				quotient_w[0] = 1;
			end
			else
			begin
				dividend_w = dividend_temp;
			end
			if (bit_r == 0)
			begin
				o_out_valid_w = 1;
			end
			else
			begin
				bit_w = bit_r - 1;
			end
		end
	endcase
end
always @ (posedge i_clk or negedge i_rst_n)
begin
	if (!i_rst_n)
	begin
		dividend_r <= 0;
	end
	else
	begin
		dividend_r <= dividend_w;
	end
end
always @ (posedge i_clk or negedge i_rst_n)
begin
	if (!i_rst_n)
	begin
		divisor_r <= 0;
	end
	else
	begin
		divisor_r <= divisor_w;
	end
end
always @ (posedge i_clk or negedge i_rst_n)
begin
	if (!i_rst_n)
	begin
		bit_r <= 0;
	end
	else
	begin
		bit_r <= bit_w;
	end
end
always @ (posedge i_clk or negedge i_rst_n)
begin
	if (!i_rst_n)
	begin
		quotient_r <= 0;
	end
	else
	begin
		quotient_r <= quotient_w;
	end
end
always @ (posedge i_clk or negedge i_rst_n)
begin
	if (!i_rst_n)
	begin
		current_state <= IDLE;
	end
	else
	begin
		current_state <= next_state;
	end
end
always @ (*)
begin
	case (current_state)
		IDLE:
		begin
			if (!enable)
			begin
				next_state = DIV;
			end
			else
			begin
				next_state = IDLE;
			end
		end
		DIV:
		begin
			if (bit_r == 5'd0)
			begin
				next_state = IDLE;
			end
			else
			begin
				next_state = DIV;
			end
		end
	endcase
end
function automatic [3 : 0] find_leading_one;
	input [9 : 0] dividend;
	reg [3 : 0] leading_one;
	integer i;
	begin
		leading_one = 0;
		for (i = 0; i < 10; i = i + 1)
		begin
			if (dividend[i] && i > leading_one)
			begin
				leading_one = i;
			end
		end
		find_leading_one = leading_one;
	end
endfunction
endmodule
```
**flow/run.sh**
```bash
#!/bin/bash
# OpenROAD 26Q1-2900-gdf79404cd8, Yosys 0.63+post, stock flow scripts
make -C /OpenROAD-flow-scripts/flow DESIGN_CONFIG=/design/flow/config.mk WORK_HOME=/design/flow/orfs finish
```
**flow/config.mk**
```make
export PLATFORM = sky130hd
export DESIGN_NAME = divider
export DESIGN_NICKNAME = divider
export VERILOG_FILES = /design/flow/design.v
export SDC_FILE = /design/flow/constraint.sdc
export NUM_CORES = 4
export LEC_CHECK = 1
export CORE_UTILIZATION = 30
```
**flow/constraint.sdc**
```tcl
current_design divider

set clk_period 4.8
set clk_io_pct 0.2

create_clock -name clk0 -period $clk_period [get_ports {i_clk}]

set non_clock_inputs [all_inputs -no_clocks]
set_input_delay [expr $clk_period * $clk_io_pct] -clock clk0 $non_clock_inputs
set_output_delay [expr $clk_period * $clk_io_pct] -clock clk0 [all_outputs]
```
==> run notes <==
yosys + openroad results -> status finished clean, HP Start quotient_r[4], RSZ-0062 raised after global routing no, max-cap violations 0, total die area 11400 µm², Cell Pwr Density 560 nW/µm², Core Density at Floorplan 31.4%, met3 Resource Use GR 1.36%, Post-CTS Setup Bufs 0, pin slew with the least headroom to its limit 0.792 ns, # Cells Yosys 387, Yosys reg bits 52, FP Rows 37, Worst-path clk slew 0.10 ns, GRT busiest layer met2, r2r worst-path depth 6, met1 Resource Use GR 24.4%, largest net degree at the start of global routing 53, cell with the most instances after synthesis nand2_1, Routed WL 8.56 mm, Synth top cells by count nand2_1, dfrtp_1, nor2_1, tool warnings 26, Pleak 1.72 nW, maximum clock frequency 256 MHz, startpoint types register, final non-filler cell total 554, clk_skew 0.0152 ns, DIE HEIGHT 107 µm, clk latency of the worst-skew pair 0.31 ns, drt first-iter violations 180, Netlist cell types 60, number of iterations in the first detailed-routing pass 8, antenna violations before repair 0, post_cts resized 0, Via density 5.20, share of layout cells above drive strength 1 5.50%, critical path class reg -> out, Hold-fix buffers, CTS 0, fin area 3860 µm², CP Buf/Inv Count 1, DRC Markers 0, placed insts 546, area grow syn2layout 17.2%, Max rail drop VDD 0.207 mV, Post-synth seq share 39.5%, sw frac 42.5%, CP max stage cell o311a_1, CORE AREA 10500 µm², Hold WC Path Type reg -> reg, crit path cell chain ha_1, a2111o_1, o21ai_1, o311a_1, nor3_1, clkdlybuf4s50_1, syn avg cell area 8.52 µm², die x size 107 µm, clock buffer depth 2, FF+latch area 1300 µm², asr flop ratio synth 100%, # IOs 41, H-tree depth 2, met2 Use GR 25.8%, area leader, netlist dfrtp_1, final setup violation count 0, CP Capture Type output port, worst r2r src dividend_r[22], worst-path maximum fanout 17, Pins Over Slew Limit 0, hold depth 2, critical path's top delay family AND-OR/OR-AND gates, Diodes inserted 0, cell area after synthesis 3300 µm², register share of total power 31.2%, CTS tree yes, Reg-to-Reg End dividend_r[21], yosys warns 1, critical path required time 3.84 ns, CTS sink cnt 52, global placer's final weighted congestion 0.964, Post-synth EDFFs 0, clock share of power 12.2%, grt ovf 0, Tmin final 3.91 ns, Avg WL per Cell 15.5 µm, Worst Setup SP dividend_r[22], Setup TNS Final 0 ns, first-pass GRT wire length 14.2 mm, Yosys top cell area share 39.5%, top cells, area dfrtp_1, nand2_1, ha_1, FF-to-FF setup slack 2.12 ns, CTS Buf Count 5, HPWL after DPL 6.17 mm, post-layout period usage 81.5%, post-synthesis cell count 387, Worst EP arrival 2.95 ns, vias in the first global route 2801, Vias 2880, fin util 36.8%, Chip Area, Yosys 3300 µm², Most common reg cell dfrtp_1, Combinational Area 1740 µm², Gate power share 56.6%, Worst path max stage delay 0.64 ns, Int Pwr 1.24 mW, Fin. Hold Viols 0, hold endpoint quotient_r[5], slew margin rel. 47.0%, fillers 1052, Final ANT Viol Nets 0, CTS Root Cell clkbuf_8, placed cell areas 3770 µm², overall routing resource usage 15.8%, # port buffers 40, NetSw 0.919 mW
==> worst max-delay path by stage <==
stage     cells after the start           to  slack, ns
5_1_grt                       7  quotient[0]       0.65
6_report                      6  quotient[0]       0.89
4_1_cts                       6  quotient[0]       0.88
==> cell families after synthesis <==
logic type,share of synthesized area (%)
adder cells (fa/ha/maj),5.54
flip-flops,39.5
AND/OR/NAND/NOR,18.8
multiplexers,5.20
AND-OR/OR-AND,20.6
buffers and inverters,7.74
XOR/XNOR,2.66
==> worst register-to-register path: stages, from the launching register on <==
cell,delay [ns]
dfrtp_1,0.40
ha_1,0.37
a2111o_1,0.44
o21ai_1,0.24
o311a_1,0.64
o21ai_0,0.23
a22o_1,0.26
==> sequential cells by signal, indices dropped and copies added, names as in the netlist <==
name,count
divisor_r,10
bit_r,5
current_state,1
dividend_r,20
quotient_r,16
==> layer usage <==
metal | vias to the layer above | share of wire, %
met5 | - | 0
met4 | 0 | 0.88
met3 | 9 | 5.0
met2 | 88 | 48
met1 | 1367 | 47
li1 | 1416 | -
==> cell usage in the layout, fill, tap and decap left out, types with 3 or more instances in the layout <==
cell type,count
inv_2,3
nor3_1,9
o22ai_1,14
o221ai_1,5
a32oi_1,3
a211oi_1,3
nor2b_1,3
o31ai_1,8
nand2_1,56
dfrtp_1,52
a22o_1,4
o21ai_0,18
nand2b_1,5
nand4_1,3
ha_1,13
clkdlybuf4s50_1,39
inv_1,33
buf_4,3
mux2i_1,16
nor2_1,41
a21oi_1,15
nand3_1,10
a31oi_1,6
xnor2_1,8
clkbuf_8,6
==> power groups by stage <==
stage                 registers [mW]  logic [mW]  clock network (mW)
after CTS                      0.674        1.22               0.277
final                          0.674        1.22               0.265
after global routing           0.693        1.38               0.292
==> area by class of cell <==
type,count,share of cell area [%]
clock buffers,6,2.14
clock inverters,2,0.356
inverters,37,3.59
multi-input cells,278,45.0
flip-flops and latches,52,33.7
well taps,136,4.40
repair buffers,43,10.8
==> stage by stage <==
step	worst slack (ns)	hold WS, ns	total power, mW
CTS	0.885	0.450	2.18
global route	0.654	0.478	2.37
finish	0.889	0.447	2.16
floorplan	2.01	0.428	1.62
detailed placement	1.11	0.440	1.89
global placement	1.17	0.438	1.90
No activity file was given, so power comes from the tool's default toggle rates.
